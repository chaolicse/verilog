==> /design/flow/design.v <==
module lru_4_emlt (input [1:0] index_i
						,input access
						,input update
						,input clk
						,input rst
						,output [1:0] index_o
			  			);
	logic [1:0] lru_list [0:3];
	always_ff@(posedge clk) begin
			casex({rst, access, update})
				3'b1xx: begin	 
					lru_list[0] <= 0;
					lru_list[1] <= 0;
					lru_list[2] <= 0;
					lru_list[3] <= 0;
				end
				3'b010: begin
					case(index_i)
						2'b00: begin
							lru_list[0] <= 0;
							lru_list[1] <= lru_list[1] + 1;
							lru_list[2] <= lru_list[2] + 1;
							lru_list[3] <= lru_list[3] + 1;
						end
						2'b01: begin
							lru_list[0] <= lru_list[0] + 1;
							lru_list[1] <= 0;
							lru_list[2] <= lru_list[2] + 1;
							lru_list[3] <= lru_list[3] + 1;
						end
						2'b10: begin
							lru_list[0] <= lru_list[0] + 1;
							lru_list[1] <= lru_list[1] + 1;
							lru_list[2] <= 0;
							lru_list[3] <= lru_list[3] + 1;
						end
						2'b11: begin
							lru_list[0] <= lru_list[0] + 1;
							lru_list[1] <= lru_list[1] + 1;
							lru_list[2] <= lru_list[2] + 1;
							lru_list[3] <= 0;
						end
					endcase
				end
				3'b001: begin
					lru_list[index_i] <= 0;
				end
				default: begin
					lru_list[0] <= lru_list[0];
					lru_list[1] <= lru_list[1];
					lru_list[2] <= lru_list[2];
					lru_list[3] <= lru_list[3];
				end
			endcase
	end  
	wire [1:0] cmp1, cmp2;
	assign cmp1 = lru_list[0] > lru_list[1] ? 0 : 1;
	assign cmp2 = lru_list[2] > lru_list[3] ? 2 : 3;
	assign index_o = lru_list[cmp1] > lru_list[cmp2] ? cmp1 : cmp2;
endmodule 
module lru_table (input [3:0] set_index_i
                 ,input [1:0] arr_index_i
                 ,input       clk
                 ,input       rst
                 ,input       access
                 ,input       update
                 ,output [1:0] arr_index_o);
   reg [1:0] index_o [0:15];
   reg       access_list [0:15];
   reg       update_list [0:15];
   lru_4_emlt lru00(.index_i(arr_index_i), .access(access_list[0]), .update(update_list[0]), .clk(clk), .rst(rst), .index_o(index_o[0]));
   lru_4_emlt lru01(.index_i(arr_index_i), .access(access_list[1]), .update(update_list[1]), .clk(clk), .rst(rst), .index_o(index_o[1]));
   lru_4_emlt lru02(.index_i(arr_index_i), .access(access_list[2]), .update(update_list[2]), .clk(clk), .rst(rst), .index_o(index_o[2]));
   lru_4_emlt lru03(.index_i(arr_index_i), .access(access_list[3]), .update(update_list[3]), .clk(clk), .rst(rst), .index_o(index_o[3]));
   lru_4_emlt lru04(.index_i(arr_index_i), .access(access_list[4]), .update(update_list[4]), .clk(clk), .rst(rst), .index_o(index_o[4]));
   lru_4_emlt lru05(.index_i(arr_index_i), .access(access_list[5]), .update(update_list[5]), .clk(clk), .rst(rst), .index_o(index_o[5]));
   lru_4_emlt lru06(.index_i(arr_index_i), .access(access_list[6]), .update(update_list[6]), .clk(clk), .rst(rst), .index_o(index_o[6]));
   lru_4_emlt lru07(.index_i(arr_index_i), .access(access_list[7]), .update(update_list[7]), .clk(clk), .rst(rst), .index_o(index_o[7]));
   lru_4_emlt lru08(.index_i(arr_index_i), .access(access_list[8]), .update(update_list[8]), .clk(clk), .rst(rst), .index_o(index_o[8]));
   lru_4_emlt lru09(.index_i(arr_index_i), .access(access_list[9]), .update(update_list[9]), .clk(clk), .rst(rst), .index_o(index_o[9]));
   lru_4_emlt lru10(.index_i(arr_index_i), .access(access_list[10]), .update(update_list[10]), .clk(clk), .rst(rst), .index_o(index_o[10]));
   lru_4_emlt lru11(.index_i(arr_index_i), .access(access_list[11]), .update(update_list[11]), .clk(clk), .rst(rst), .index_o(index_o[11]));
   lru_4_emlt lru12(.index_i(arr_index_i), .access(access_list[12]), .update(update_list[12]), .clk(clk), .rst(rst), .index_o(index_o[12]));
   lru_4_emlt lru13(.index_i(arr_index_i), .access(access_list[13]), .update(update_list[13]), .clk(clk), .rst(rst), .index_o(index_o[13]));
   lru_4_emlt lru14(.index_i(arr_index_i), .access(access_list[14]), .update(update_list[14]), .clk(clk), .rst(rst), .index_o(index_o[14]));
   lru_4_emlt lru15(.index_i(arr_index_i), .access(access_list[15]), .update(update_list[15]), .clk(clk), .rst(rst), .index_o(index_o[15]));
   always_ff@(posedge clk) begin
      for(integer i = 0; i < 16; i = i + 1) begin
         if(i != set_index_i) begin
            access_list[i] <= 0;
            update_list[i] <= 0;
         end
         else begin
            access_list[i] <= access;
            update_list[i] <= update;
         end
      end  
      arr_index_o <= index_o[set_index_i];
   end  
endmodule
==> /design/flow/run.sh <==
#!/bin/bash
# OpenROAD 26Q1-2900-gdf79404cd8, Yosys 0.63+post, stock flow scripts
make -C /OpenROAD-flow-scripts/flow DESIGN_CONFIG=/design/flow/config.mk WORK_HOME=/design/flow/orfs finish
==> /design/flow/config.mk <==
export PLATFORM = sky130hd
export DESIGN_NAME = lru_table
export DESIGN_NICKNAME = lru_table
export VERILOG_FILES = /design/flow/design.v
export SDC_FILE = /design/flow/constraint.sdc
export NUM_CORES = 4
export LEC_CHECK = 1
export CORE_UTILIZATION = 50
==> /design/flow/constraint.sdc <==
current_design lru_table

set clk_period 2.7
set clk_io_pct 0.2

create_clock -name clk0 -period $clk_period [get_ports {clk}]

set non_clock_inputs [all_inputs -no_clocks]
set_input_delay [expr $clk_period * $clk_io_pct] -clock clk0 $non_clock_inputs
set_output_delay [expr $clk_period * $clk_io_pct] -clock clk0 [all_outputs]
==> run notes <==
Physical design

The number of enable flip-flop cells stands at 0. OpenROAD emitted warnings numbering roughly 57. The netlist area before placement stands at about 0.011 mm². The worst setup skew after layout stands at 0.0116 ns.

After synthesis, the netlist uses 34 different library cells. Per the post-synthesis report, the number of cells in the design is 1499. The overall fraction of global-route tracks in use stands at about 26%. The slowest stage of the critical path is the mux2_2 cell. The portion of the post-synthesis area used by sequential elements stands at about 29%. In the final layout, the fill cell count is ~2000.

The clock period could shrink to around 2.5 ns. Per the OpenROAD floorplan log, the area of the core is ~0.022 mm². The count of buffers added on input and output ports is 11.

Counting instances in the post-synthesis netlist gives the leading cell types as 191 x nand2_1, 172 x nor2_1, 162 x dfxtp_1. The area of the multi-input gates stands at roughly 0.0073 mm². The cell type that accounts for the most area after synthesis is dfxtp_1. The worst setup path is of the flop to flop kind. The worst path meets setup with 0.151 ns of slack.

By area the synthesized netlist is led by dfxtp_1 29%, ha_1 14%, a21oi_1 6.5%, nand2_1 6.4%, mux2i_1 5.9%. The path class of the tightest hold or removal check is primary input to flop. On the reported timing paths, the clock transition at the registers reads roughly 0.07 ns. The run finished with clean final reports. The number of global-route vias before repair is between 8000 and 9000. The leakage power stands at between 5 and 6 nW. Per the detailed-route log, wirelength across all metal layers totals 28100 µm. The timing report attributes the biggest portion of critical-path delay to AND-OR/OR-AND gates. The number of clock sinks came to 162.

Per the CTS log, the root buffer master is clkbuf_16. Summing over every cut layer, the via total after detailed routing is between 9000 and 10000. The highest cell delay on the worst timing path stands at ~0.39 ns. The internal cell power stands at 4.43 mW. The share of total power consumed by net switching stands at 27.4%. TritonCTS built the clock tree.

Max-slew check failures listed in the final report amount to 0. The average wire length per cell after detail routing stands at about 15 µm. Dividing the detail-routed via count by the number of cells gives between 5 and 6. The synthesis report names the predominant flop master as dfxtp_1.

The top cell type by area accounts for 29.0% of the synthesized area. The wire length of the first global-routing pass stands at roughly 45000 µm. The highest supply drop recorded on VDD is between 300 and 400 µV.

For this run, the chip area from Yosys synthesis comes to between 0.01 and 0.015 mm². The global placer's final weighted congestion stands at between 0.8 and 0.9. STA puts the critical path data arrival time at about 2.8 ns. The horizontal die size stands at about 150 µm. The synthesis report lists the Yosys warning total as 25.

Logged for this run, the post-placement worst setup slack is -0.0172 ns. The power share of the clock group stands at around two fifths. The total power stands at 6.10 mW. Timing would allow up to a little under 400 MHz. The detailed placement HPWL stands at 19000 µm. The worst setup path is captured at a flop. Total power normalized to cell area comes to around 480 mW/mm². The number of cells in the yosys synthesis report stands at between 1000 and 1500.

The vertical extent of the die stands at 152 µm. The worst setup path is launched from a flop. Setup repair after global routing left no endpoint under its margin.

The number of endpoints with negative hold slack in the final report stands at 0. The violation count after the first detailed-route iteration stands at around 600. In this run, flip-flops and latches consume a little over two fifths of the power. The slew of the pin with the lowest slew margin stands at around 0.67 ns. The synthesis report gives the async set-or-reset register share as 0%. The slew check shows that the tightest pin keeps a relative margin of a little under three fifths. The final number of setup-violating endpoints stands at 0. The layout cell share with drive strength beyond 1 stands at about an eighth. Once the clock tree was built, the setup fixing pass inserted 0 buffers. The power report attributes to the combinational group a share of 17.4%. Along the worst path, the maximum fanout reaches 4. The later pin in the worst-skew pair is clocked with a latency of ~0.43 ns. The worst path uses between 90% and 100% of the clock period.

The buffer levels on the longest clock path stands at 2. The iteration count recorded for the first detailed-route pass is 6. The pin count of the biggest net entering global routing stands at about 60. The final routed DRC violation total stands at 0. Across the whole layout, storage elements account for 0.00328 mm². The boundary pin count stands at 12. The row count stands at about 54.

The floorplan utilization stands at roughly 51%. Per the GRT congestion report, total overflow comes to 0. Each instance of the synthesized netlist takes up on average ~7.5 µm². Max-cap violations in this run came to 0. The synthesized flop and latch total stands at 162. In this run, CTS created clock tree buffers numbering 17. Cells fill between 50% and 60% of the core in the end. The number of H-tree levels stands at 4. The net switching power of the design stands at about 1.7 mW.

The cell sequence reported for the critical path is inv_1 > ha_1 > nor2_1 > o22ai_2 > nand2_1 > o21ai_0 > ha_1 > nand2_1 > o21ai_1 > mux2_2 > a21oi_1 > nand4_1 > a2bb2oi_1. The combined buffer and inverter count along the critical path stands at 1. The initial antenna violation count stands at 0. The count of nets left with antenna violations after detail routing stands at 0. According to the floorplan report, the total die area is roughly 0.023 mm². The most frequently used library cell after synthesis is nand2_1. Data on the critical path is required at its endpoint by 2.99 ns.

From synthesis to final layout, the design area changed by 14.8%.
worst paths after layout:
path / start / to / slack [ns] / depth (start not counted)
max: lru09.lru_list[3][1] / arr_index_o[0] / 0.15 / 13
max reg2reg: lru09.lru_list[3][1] / arr_index_o[0] / 0.15 / 13
min reg2reg: lru12.lru_list[3][1] / lru12.lru_list[3][1] / 0.49 / 2
min: rst / lru14.lru_list[0][0] / 0.47 / 2
per-stage QoR:
step                      instances  cell area [µm²]  setup TNS, ns  hold WS (ns)
after floorplan                1499            11200              0         0.470
after global placement         1807            12000        -0.0100         0.494
after detailed placement       1807            12000        -0.0172         0.494
after CTS                      1839            12600              0         0.450
after global routing           1839            12800              0         0.463
final                          1840            12800              0         0.472
layout make-up:
| type | instances | area share, % |
|---|---|---|
| Clock buffer | 20 | 3.48 |
| Sequential cell | 162 | 25.5 |
| Inverter | 143 | 4.18 |
| Clock inverter | 12 | 1.22 |
| Tap cell | 280 | 2.73 |
| Antenna cell | 1 | 0.0195 |
| Multi-Input combinational cell | 1126 | 56.8 |
| Timing Repair Buffer | 96 | 6.01 |
logic make-up after synthesis:
logic type / Yosys count / share of synthesized area, %
muxes: 84 / 7.72
buffers and inverters: 211 / 7.67
AOI/OAI and AO/OA: 376 / 19.1
xor gates and xnor gates: 15 / 1.18
adders and majority gates: 128 / 14.3
DFF: 162 / 29.0
and+or+nand+nor: 523 / 21.0
registers in the layout, indices dropped and copies added, names as in the netlist:
signal	count
access_list	16
update_list	16
lru00.lru_list	8
lru01.lru_list	8
lru02.lru_list	8
lru03.lru_list	8
lru04.lru_list	8
lru05.lru_list	8
lru06.lru_list	8
lru07.lru_list	8
lru08.lru_list	8
lru09.lru_list	8
lru10.lru_list	8
lru11.lru_list	8
lru12.lru_list	8
lru13.lru_list	8
lru14.lru_list	8
lru15.lru_list	8
arr_index_o	2
power groups by stage:
stage	Clock, mW	Sequential, mW	Combinational (mW)
CTS	2.57	2.54	1.01
global route	2.67	2.55	1.19
finish	2.50	2.54	1.06
timing repair:
item | CTS | global route
hold buffers | 0 | 0
pin swaps | 0 | 3
gates cloned | 0 | 0
setup endpoints to repair | 2 | 2
gates resized | 5 | 85
routing by layer:
metal	global-route usage, %	up-vias	wire [µm]
met2	40.8	156	12600
li1	-	5224	-
met3	3.27	20	1000
met1	39.6	4564	14100
met4	3.91	0	443
met5	0	-	0
cell usage in the layout (no fill, tap or decap), types with 3 or more instances in the layout:
| cell type | count |
|---|---|
| a21oi_1 | 146 |
| o22ai_2 | 20 |
| buf_4 | 84 |
| or3_1 | 5 |
| nor3_1 | 9 |
| inv_1 | 143 |
| a22oi_2 | 3 |
| mux2_4 | 4 |
| o21ai_1 | 11 |
| ha_1 | 128 |
| xnor2_1 | 15 |
| o21ai_0 | 96 |
| a22oi_1 | 75 |
| nor2b_1 | 17 |
| clkinvlp_4 | 4 |
| dfxtp_2 | 27 |
| nand2_1 | 191 |
| nor2_1 | 165 |
| o22ai_1 | 8 |
| and2_1 | 43 |
| o21ai_2 | 10 |
| mux2i_1 | 66 |
| nor4_1 | 10 |
| clkbuf_16 | 17 |
| nand4_1 | 4 |
| bufinv_16 | 3 |
| clkdlybuf4s50_1 | 10 |
| or4_1 | 15 |
| mux2_2 | 14 |
| dfxtp_1 | 135 |
| nand3_1 | 30 |
| nor2_2 | 6 |
| nand2b_1 | 22 |
Power and IR drop assume default switching activity.
