==> ./config.mk <==
export PLATFORM = sky130hd
export DESIGN_NAME = LRU
export DESIGN_NICKNAME = LRU
export VERILOG_FILES = /design/flow/design.v
export SDC_FILE = /design/flow/constraint.sdc
export NUM_CORES = 4
export LEC_CHECK = 1
export CORE_UTILIZATION = 30
==> ./constraint.sdc <==
current_design LRU

set clk_period 11.7
set clk_io_pct 0.2

create_clock -name clk0 -period $clk_period [get_ports {clk}]

set non_clock_inputs [all_inputs -no_clocks]
set_input_delay [expr $clk_period * $clk_io_pct] -clock clk0 $non_clock_inputs
set_output_delay [expr $clk_period * $clk_io_pct] -clock clk0 [all_outputs]
==> ./design.v <==
module Compare #(parameter VALUE_WIDTH = 32
                ,parameter INDEX_WIDTH = 32
                )
                (input [VALUE_WIDTH-1:0] value_A_i
                ,input [VALUE_WIDTH-1:0] value_B_i
                ,input [INDEX_WIDTH-1:0] index_A_i
                ,input [INDEX_WIDTH-1:0] index_B_i
                ,output [VALUE_WIDTH-1:0] value_out_o
                ,output [INDEX_WIDTH-1:0] index_out_o
                );
   assign value_out_o = value_A_i > value_B_i ? value_A_i : value_B_i;
   assign index_out_o = value_A_i > value_B_i ? index_A_i : index_B_i;
endmodule 
module LRU #(parameter LENGTH = 32
            )
            (input clk
            ,input rst
            ,input access
            ,input [$clog2(LENGTH)-1:0] index_i
            ,output [$clog2(LENGTH)-1:0] index_o
            );
   reg [$clog2(LENGTH)-1:0] lru [0:LENGTH-1];
   wire [$clog2(LENGTH)-1:0] value[0:LENGTH-2];
   wire [$clog2(LENGTH)-1:0] index[0:LENGTH-2];
   genvar gen_i, gen_j;
   generate
      for(gen_i = 0; gen_i < LENGTH; gen_i = gen_i + 2) begin : loop1
         parameter [$clog2(LENGTH)-1:0] i = gen_i;
         parameter [$clog2(LENGTH)-1:0] i_plus1 = gen_i + 1;
         Compare  #(.VALUE_WIDTH($clog2(LENGTH))
                   ,.INDEX_WIDTH($clog2(LENGTH))
                   )
                   cmp1(.value_A_i(lru[i])
                       ,.value_B_i(lru[i_plus1])
                       ,.index_A_i(i)
                       ,.index_B_i(i_plus1)
                       ,.value_out_o(value[i/2])
                       ,.index_out_o(index[i/2])
                       );
      end
   endgenerate 
   generate
      for(gen_i = 1; gen_i < $clog2(LENGTH); gen_i = gen_i + 1) begin : loop2_1
         parameter param_r = LENGTH - (LENGTH >> (gen_i-1));   
         parameter param_w = LENGTH - (LENGTH >> gen_i);       
         parameter param_s = (LENGTH >> gen_i);  
         for(gen_j = 0; gen_j < param_s; gen_j = gen_j + 2) begin : loop2_2
            parameter [$clog2(LENGTH)-1:0] j = gen_j;
            parameter [$clog2(LENGTH)-1:0] j_plus1 = gen_j+1;
            Compare #(.VALUE_WIDTH($clog2(LENGTH))
                     ,.INDEX_WIDTH($clog2(LENGTH))
                     )
                      cmp2(.value_A_i(value[param_r + j])
                          ,.value_B_i(value[param_r + j_plus1])
                          ,.index_A_i(index[param_r + j])
                          ,.index_B_i(index[param_r + j_plus1])
                          ,.value_out_o(value[param_w + (j/2)])
                          ,.index_out_o(index[param_w + (j/2)])
                          );
         end
      end
   endgenerate
   assign index_o = index[LENGTH-2];    
   always_ff@(posedge clk) begin
      if(rst) begin
         for(integer i = 0; i < LENGTH; i = i + 1) begin
            lru[i] <= i;
         end
      end
      else begin
         if(access) begin
            for(integer i = 0; i < LENGTH; i = i + 1) begin
               if(index_i == i) begin
                  lru[index_i] <= 0;
               end
               else begin   
                  if(lru[i] != {$clog2(LENGTH){1'b1}}) begin
                     lru[i] <= lru[i] + 1;
                  end
               end
            end  
         end  
      end   
   end  
endmodule 
==> ./run.sh <==
#!/bin/bash
# OpenROAD 26Q1-2900-gdf79404cd8, Yosys 0.63+post, stock flow scripts
make -C /OpenROAD-flow-scripts/flow DESIGN_CONFIG=/design/flow/config.mk WORK_HOME=/design/flow/orfs finish
==> results.cfg <==
; implementation run metrics
[outcome]
status = finished clean

[global_routing]
grt_pass1_vias = 10700
overflow = 0
grt_usage_pct = 14.5
grt_pass1_wl_um = 53700
antenna_found_initial = 0
grt_max_degree = 58

[clocking]
holdBufCountCts = 0
cts_buffers = 17
root_buffer = clkbuf_16
cts_sinks = 160
clockBufferDepth = 2
clk_latency_ns = 0.46
htreeDepth = 4
cts.clk_slew.worst_paths_ns = 0.07
cts_tree = yes

[drt]
diodes = 0
viasPerCell = 5.06
first_pass_iters = 5
drtIter0Drc = 554
num_vias = 11100
drc_errors = 0
ant_nets = 0
drt-wirelength-per-cell_um = 14.8
wl_um = 32600

[synth]
ys_cells = 1573
top_area_share_pct = 23.7
syn_inst = 1573
yosysUniqueCellTypes = 62
synth_area_per_cell_um2 = 8.61
postSynth.asyncResetShare_pct = 0
topCellsByArea = dfxtp_1 (24%), ha_1 (20%), mux2i_1 (14%)
yosys_area_um2 = 13500
yosys.area.top_type = dfxtp_1
edf_count = 0
synth-main-ff-cell = dfxtp_1
yosys_warnings = 1
synth_flop_count = 160
netlist_area_um2 = 13500
synthTopCellsByCount = ha_1 (219), mux2i_1 (185), inv_1 (169), dfxtp_1 (160), a21oi_1 (123)
ys_seq_share_pct = 23.7
synth.most_common_cell = ha_1

[pwr]
pwr-share-clk_pct = 16.0
internal_power_mw = 2.19
swShare_pct = 43.2
power_frac_comb_pct = 66.3
ir_drop_mv = 0.173
switchingPower_mw = 1.66
power.share.sequential_pct = 17.7
p_per_area_nw_per_um2 = 253
leakagePower_nw = 7.06

[setup_path]
slowest_delay_ns = 0.51
critPathKind = reg2out
crit_top_cell = ha_1
crit_path_end_kind = output port
crit_fanout = 9
crit_start = lru[21][2]$_SDFFE_PP0P_
cp.arrival_ns = 8.90
reg2reg_from = lru[18][0]$_SDFFE_PP0P_
startpoint_type = flop
crit_slowest_cell = or4b_4
cp.required_ns = 9.36

[sta]
fin_tns_setup_ns = 0
timing.hold.ws_ns = 0.504
tightest_slew_ns = 0.852
finalClockPeriodUsage_pct = 96.0
setup_viol_count_final = 0
slew_headroom_pct = 42.8
max_freq_ghz = 0.0890
hold_viol_final = 0
drv_slew = 0
fin_skew_ns = 0.0148
period_needed_ns = 11.24

[place]
place_hpwl_um = 24200
place.gp.congestion = 0.872
io_buffers = 12

[cells_and_area]
final_util_pct = 34.3
top_register = lru
largest_reg_flops = 160
area_growth_pct = 12.4
drive_gt1_share_pct = 7.91
reg_top3 = lru (160)

[run]
cap_viol_max_count = 0
warning_count = 25

[die]
fp-row-count = 77
die_w_um = 214
fp_util_pct = 30.5
num_io_pins = 13
core-area_um2 = 44400
die_h_um = 214
chip_area_um2 = 46000

[min_path]
hold_start = lru[4][4]$_SDFFE_PP0P_
hold_class = reg2reg
[path summary, 6_finish.rpt]
kind	to	slack [ns]	cells past startpoint
max	index_o[0]	0.46	39
min	lru[4][4]$_SDFFE_PP0P_	0.50	2
max reg2reg	lru[18][3]$_SDFFE_PP0P_	9.42	7
min reg2reg	lru[4][4]$_SDFFE_PP0P_	0.50	2
[per-stage QoR]
stage,setup WS [ns],area (um2),cells,total power [mW]
after global placement,0.630,14400,2157,3.01
after global routing,-0.0117,15200,2197,4.16
after floorplan,1.82,13500,1573,2.43
final,0.463,15200,2197,3.85
after CTS,0.0238,15000,2189,3.69
after detailed placement,0.474,14400,2157,3.05
[kinds of logic (layout without fill, tap and decap cells)]
family | count (synthesis) | count (layout) | share of synthesized area (%)
AND/OR/NAND/NOR | 442 | 442 | 16.0
AND-OR/OR-AND | 256 | 256 | 13.5
adder cells (fa/ha/maj) | 219 | 219 | 20.2
buffers and inverters | 203 | 235 | 5.72
multiplexers | 198 | 198 | 14.8
flip-flops | 160 | 160 | 23.7
XOR/XNOR | 95 | 95 | 6.15
[per-layer routing]
layer | up-vias | global-route usage (%) | routed length (um)
li1 | 5702 | - | -
met1 | 5260 | 21.2 | 16600
met2 | 128 | 23.1 | 14400
met3 | 26 | 2.45 | 1140
met4 | 0 | 1.93 | 470
met5 | - | 0 | 0
[placed cells by master (no fill, tap or decap), types with 49 or more instances in the layout]
cell type and n:
nand2_1 89, nor2_1 102, ha_1 219, a21oi_1 121, inv_1 167, nand4_1 49
mux2i_1 177, nor3_1 85, xnor2_1 63, dfxtp_1 159
[final cells by class]
type	count	area (um2)
flip-flops and latches	160	3200
repair buffers	32	265
clock inverters	14	201
well taps	592	741
inverters	171	646
multi-input cells	1210	9740
fillers	4390	29200
clock buffers	18	429
[power groups by stage]
stage	sequential, mW	clock (mW)	combinational, mW
after CTS	0.680	0.631	2.38
final	0.682	0.615	2.55
after global routing	0.691	0.654	2.82
[worst max-delay path, delay by kind of cell, from the launching register on]
kind            cells  cell delay (ns)
simple gates        9             1.54
compound gates     15             2.94
mux                 3             0.96
fa+ha+maj           5             1.48
flops               1             0.39
buf+inv             7             1.13
[repair_timing]
action	in CTS	in global routing
setup buffers	0	8
pin swaps	0	5
gates cloned	0	0
setup endpoints to repair	1	2
gates resized	1	32
Power figures rest on the tool's default switching activity, not on a simulated workload.
