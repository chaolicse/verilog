## ./design.v

```verilog
module DirectMapped #(parameter WIDTH = 32
                     ,parameter C = 128
                     ,parameter B = 4
                     ,parameter S = C/B
                     )
                     (input clk
                     ,input rst
                     ,input wen_i
                     ,input [WIDTH-1:0] address_i
                     ,input [B*8-1:0] data_i
                     ,output hit_o
                     ,output [WIDTH-1:0] data_o
                     );
   localparam WIDTH_VALID   = 1'b1;
   localparam WIDTH_DIRTY   = 1'b1;
   localparam WIDTH_OFFSET = $clog2(B);
   localparam WIDTH_INDEX  = $clog2(S);
   localparam WIDTH_TAG    = WIDTH - WIDTH_OFFSET - WIDTH_INDEX;
   localparam WIDTH_ROW    = WIDTH_VALID + WIDTH_DIRTY + WIDTH_TAG + B*8;
   localparam OFFSET_DATA_LSB = 0;
   localparam OFFSET_DATA_MSB = B*8-1; 
   localparam OFFSET_TAG_LSB  = B*8;
   localparam OFFSET_TAG_MSB  = B*8+WIDTH_TAG-1;
   localparam OFFSET_DIRTY    = WIDTH_ROW-2;
   localparam OFFSET_VALID    = WIDTH_ROW-1;
   reg [WIDTH_ROW-1:0] cache [0:S-1];
   wire [WIDTH_OFFSET-1:0] offset;
   wire [WIDTH_INDEX-1:0]  index;
   wire [WIDTH_TAG-1:0]    tag;
   assign offset = address_i[WIDTH_OFFSET-1:0];
   assign index  = address_i[WIDTH_INDEX+WIDTH_OFFSET-1:WIDTH_OFFSET];
   assign tag    = address_i[WIDTH-WIDTH_INDEX+WIDTH_OFFSET-1:WIDTH_INDEX+WIDTH_OFFSET];
   assign hit_o  = cache[index][OFFSET_TAG_MSB:OFFSET_TAG_LSB] == tag ? 1 : 0;
   assign data_o = cache[index] << ((offset>>2)*(1<<$clog2(WIDTH)));
   always_ff @(posedge clk) begin
      if(rst) begin
         for(integer i = 0; i < S; i = i + 1) begin
            cache[i] <= 0;
         end
      end
      else begin
         if(wen_i) begin
            cache[index] <= {1'b1, 1'b1, tag, data_i};
         end
      end
   end  
endmodule 
```

## ./run.sh

```bash
#!/bin/bash
# OpenROAD 26Q1-2900-gdf79404cd8, Yosys 0.63+post, stock flow scripts
make -C /OpenROAD-flow-scripts/flow DESIGN_CONFIG=/design/flow/config.mk WORK_HOME=/design/flow/orfs finish
```

## ./config.mk

```make
export PLATFORM = sky130hd
export DESIGN_NAME = DirectMapped
export DESIGN_NICKNAME = DirectMapped
export VERILOG_FILES = /design/flow/design.v
export SDC_FILE = /design/flow/constraint.sdc
export NUM_CORES = 4
export LEC_CHECK = 1
export CORE_UTILIZATION = 40
```

## ./constraint.sdc

```tcl
current_design DirectMapped

set clk_period 48.9
set clk_io_pct 0.2

create_clock -name clk0 -period $clk_period [get_ports {clk}]

set non_clock_inputs [all_inputs -no_clocks]
set_input_delay [expr $clk_period * $clk_io_pct] -clock clk0 $non_clock_inputs
set_output_delay [expr $clk_period * $clk_io_pct] -clock clk0 [all_outputs]
```

==> flow_metrics.py <==
# Synthesis and PnR figures
metrics = {
    "setup_path": {
        "slowest_stage": "buf_4",
        "critical_path.max_stage_delay_ps": 670,
        "cpMostUsedCell": "buf_4",
        "startpoint_type": "primary input",
        "worstPathCellList": "buf_8 -> buf_4 -> buf_4 -> buf_4 -> buf_4 -> mux4_2 -> a22oi_1 -> nand4_1 -> xnor2_1 -> nand4_1 -> nor3_1 -> and4_1 -> clkdlybuf4s50_1",
        "endpoint_kind": "primary output",
        "crit_fanout": 57,
        "required_ps": 39120,
        "worstPathArrival_ps": 15570,
        "critPathKind": "in2out",
    },
    "drt": {
        "wirelength_um": 245000,
        "first_iter_violations": 2883,
        "first_pass_iters": 5,
        "vias_per_cell": 5.67,
        "ant_nets": 0,
        "routedWlPerCell_um": 31.9,
        "drc_errors": 0,
        "vias": 43620,
    },
    "logic_synthesis": {
        "ys_chip_area_um2": 77900,
        "synth_cell_type_count": 49,
        "ys_warn_count": 1,
        "yosys_cells": 5054,
        "ys_async_sr_fraction": 0,
        "synth_cells": 5054,
        "simple_gate_share": 0.152,
        "compound_area_frac": 0.0233,
        "logic_family": "simple AND/OR/NAND/NOR gates",
        "synth_seq_share": 0.666,
        "ys.flops": 1728,
        "edf_count": 1728,
        "syn_avg_cell_area_um2": 15.4,
        "synth-xor-area-share": 0.00157,
        "netlist_area_um2": 77900,
        "ys_sh_adder": 0,
        "ys.flop_type": "edfxtp_1",
        "ys_sh_mux": 0.129,
    },
    "global_route": {
        "track_usage": 0.274,
        "grt_pass1_wl_um": 346000,
        "overflow": 0,
        "first_global_vias": 46119,
        "antenna_found_initial": 12,
        "grt_max_degree": 80,
    },
    "die": {
        "die_h_um": 443,
        "fp_util": 0.404,
        "core_um2": 193000,
        "design.portCount": 100,
        "num_rows": 161,
        "die_x_um": 443,
        "die-area_um2": 197000,
    },
    "min_path": {
        "hold_path_class": "in2reg",
        "holdPathStages": 3,
    },
    "sta": {
        "final-hold-violation-count": 0,
        "setup_tns_ps": 0,
        "slew_headroom": 0.307,
        "rsz0062_at_grt": "no",
        "fin_crit_ps": 25350,
        "fmax_mhz": 39.4,
        "period_used_share": 0.518,
        "worst_pin_slew_ps": 1040,
        "hold_ws_ps": 9880,
        "finalMaxSlewViolations": 0,
        "finalSetupViolCount": 0,
    },
    "clock_network": {
        "postCtsSetupBuffers": 0,
        "ctsHoldBuffers": 0,
        "cts_made_buffers": 176,
        "cts_tree": "done",
        "post_cts_resized": 0,
        "htreeDepth": 4,
        "cts-root-buf": "clkbuf_16",
        "clk_pin_slew_ps": 60,
        "clock_path_buffers": 3,
        "clock_sinks": 1728,
    },
    "layout": {
        "final_layout_size_suffix_gt1_frac": 0.162,
        "final_core_util": 0.451,
        "reg_top3": "cache x1728",
        "lay_top_count": "edfxtp_1",
        "syn_to_final_growth_pct": 11.7,
        "fin_area_um2": 87000,
        "lay_top_cells": "edfxtp_1, and2_1, mux2i_1",
        "largest_register_ffs": 1728,
        "largest_register": "cache",
    },
    "placed_design": {
        "post-dp-hpwl_um": 132000,
        "placed_area_um2": 81700,
        "place.gp.congestion": 0.869,
        "port_buffers": 94,
    },
    "run": {
        "cap_viol_max_count": 0,
        "tool_warnings": 31,
    },
    "power": {
        "powerDensity_nw_per_um2": 37.1,
        "leakage_nw": 30.0,
        "vdd_ir_drop_max_v": 0.0000268,
    },
    "status": {
        "status": "completed",
    },
}
-- synth_stat cells (all sizes together) (4+ instances only) --
cell	count	area share
edfxtp	1728	0.67
o22ai	133	0.011
and4	5	0.00056
a31oi	4	0.00032
nor3	130	0.0084
nor4	32	0.0026
and3	5	0.00040
mux4	308	0.089
nor2	43	0.0021
a22oi	58	0.0056
xor2	8	0.00090
mux2i	309	0.040
a221oi	17	0.0019
nand4	16	0.0014
a22o	17	0.0019
nand4bb	6	0.00087
nand4b	5	0.0010
clkbuf	380	0.018
nand2	14	0.00067
o221ai	20	0.0022
and2	1600	0.13
or2	35	0.0028
clkinv	4	0.00019
buf	140	0.010
or4b	4	0.00056
a21oi	6	0.00039
xnor2	6	0.00067
-- metal layers --
layer,up-vias,share of wire,global-route usage
met2,2956,0.46,0.402
met3,543,0.17,0.204
met5,-,0.0020,0.0164
met4,17,0.039,0.0802
li1,18676,-,-
met1,21428,0.32,0.322
-- layout make-up --
type / instances / area, um^2
well taps: 2526 / 3160
inverters: 4 / 15.0
diodes: 7 / 17.5
flip-flops and latches: 1728 / 51900
clock buffers: 227 / 4640
multi-input cells: 2802 / 24100
fillers: 16143 / 106000
repair buffers: 303 / 2520
clock inverters: 91 / 616
-- critical path: cells and delay by family --
kind            cells  cell delay (ps)
compound gates      1              260
xor+xnor            1              190
buf+inv             6             3520
mux                 1              410
simple gates        4             1280
-- kinds of logic (layout without fill, tap and decap cells) --
family | count (synthesis) | in the layout
XOR/XNOR | 14 | 14
buffers and inverters | 524 | 625
other | 0 | 7
flip-flops | 1728 | 1728
multiplexers | 618 | 618
AND-OR/OR-AND | 257 | 257
AND/OR/NAND/NOR | 1913 | 1913
-- final timing paths --
kind                startpoint                     end  slack (ps)
hold / removal      data_i[30]  cache[2][30]$_DFFE_PP_        9880
setup / recovery  address_i[3]                   hit_o       23550
-- metrics by stage --
stage	setup WS [ps]	cells	total power, mW
after CTS	23460	7681	3.25
after detailed placement	23490	7363	2.01
final	23550	7688	3.23
after global routing	23280	7684	3.32
after global placement	23510	7363	2.01
after floorplan	27380	5054	1.89
-- power breakdown --
group / switching (mW) / internal, mW / leakage, nW
combinational: 0.162 / 0.0904 / 11.0
clock: 0.575 / 0.677 / 2.57
sequential: 0.0185 / 1.71 / 16.4
total: 0.756 / 2.47 / 30.0
Power figures rest on the tool's default switching activity, not on a simulated workload.
